===== flow/design.v =====
module RAM (
    input wire          test_rst_n,
    input wire [14:0]   mem_test_addr,
    input wire          mem_test_we,
    input wire [15:0]   mem_test_wdata,
    input wire          test_clk,
    output wire[15:0]   mem_test_rdata,
    output wire[15:0]   mem_data16,
    output wire[15:0]   mem_data17,
    output wire[15:0]   mem_data18,
    output wire[15:0]   mem_data19,
    output wire[15:0]   mem_data20
);
    reg [15:0] mem_test_ram [63:0];
    reg [15:0] rdata;
    always @(posedge test_clk or negedge test_rst_n) begin
        if(!test_rst_n) begin
            mem_test_ram[0] <= 16'h380a;
            mem_test_ram[1] <= 16'h8300;
            mem_test_ram[2] <= 16'hab00;
            mem_test_ram[3] <= 16'ha600;
            mem_test_ram[4] <= 16'h9200;
            mem_test_ram[5] <= 16'ha200;
            mem_test_ram[6] <= 16'hca00;
            mem_test_ram[7] <= 16'h5300;
            mem_test_ram[8] <= 16'hfb00;
            mem_test_ram[9] <= 16'h0003;
            mem_test_ram[10] <= 16'h0010;
        end
        else if(mem_test_we)
        mem_test_ram[mem_test_addr] <= mem_test_wdata;
        else if(!mem_test_we)
        rdata <= mem_test_ram[mem_test_addr];
        else
        mem_test_ram[mem_test_addr] <= mem_test_ram[mem_test_addr];
    end
    wire [15:0] mem_data0;
    wire [15:0] mem_data1;
    wire [15:0] mem_data2;
    wire [15:0] mem_data3;
    wire [15:0] mem_data4;
    wire [15:0] mem_data5;
    wire [15:0] mem_data6;
    wire [15:0] mem_data7;
    wire [15:0] mem_data8;
    wire [15:0] mem_data9;
    wire [15:0] mem_data10;
    assign mem_data0 = mem_test_ram[0];
    assign mem_data1 = mem_test_ram[1]; 
    assign mem_data2 = mem_test_ram[2];
    assign mem_data3 = mem_test_ram[3]; 
    assign mem_data4 = mem_test_ram[4];
    assign mem_data5 = mem_test_ram[5]; 
    assign mem_data6 = mem_test_ram[6];
    assign mem_data7 = mem_test_ram[7]; 
    assign mem_data8 = mem_test_ram[8];
    assign mem_data9 = mem_test_ram[9]; 
    assign mem_data10 = mem_test_ram[10];
    assign mem_data16 = mem_test_ram[16];
    assign mem_data17 = mem_test_ram[17];
    assign mem_data18 = mem_test_ram[18];
    assign mem_data19 = mem_test_ram[19];
    assign mem_data20 = mem_test_ram[20];
    assign mem_test_rdata = rdata;
endmodule

===== flow/run.sh =====
#!/bin/bash
# OpenROAD 26Q1-2900-gdf79404cd8, Yosys 0.63+post, stock flow scripts
make -C /OpenROAD-flow-scripts/flow DESIGN_CONFIG=/design/flow/config.mk WORK_HOME=/design/flow/orfs finish

===== flow/config.mk =====
export PLATFORM = sky130hd
export DESIGN_NAME = RAM
export DESIGN_NICKNAME = RAM
export VERILOG_FILES = /design/flow/design.v
export SDC_FILE = /design/flow/constraint.sdc
export NUM_CORES = 4
export LEC_CHECK = 1
export CORE_UTILIZATION = 40

===== flow/constraint.sdc =====
current_design RAM

set clk_period 1.8
set clk_io_pct 0.2

create_clock -name clk0 -period $clk_period [get_ports {test_clk}]

set non_clock_inputs [all_inputs -no_clocks]
set_input_delay [expr $clk_period * $clk_io_pct] -clock clk0 $non_clock_inputs
set_output_delay [expr $clk_period * $clk_io_pct] -clock clk0 [all_outputs]

==> writeup.txt <==
The tools report the post-synthesis cell type count as 64. The routed layout reports a DRC error count of 0. The number of rows created at floorplan is 114. With the worst hold slack after final layout at 58.6 ps, the final setup violation count is 19.

OpenSTA, run right after detailed placement, puts the worst setup slack at -2590 ps. The count of antenna-violating nets left after detailed routing came out at 0. Per the hold report, the tightest min-delay path originates at mem_test_wdata[2]. The leakage component of the power was reported as 20.6 nW.

In this run the vertical extent of the chip is 316 um. STA lists the startpoint of the worst register-to-register path as mem_test_ram[58][15]. The run gives 430 ps for the largest stage delay on the critical path. The number of hold violations in the final report was 0. Summing over the stages, the warning tally comes to 38. Post-synthesis share of cell area spent on full adders, half adders and majority gates: 0. The number of buffers created by CTS is 109. Pin placement for this block handled 130 I/O pins.

For reference, the critical path cell chain is buf_12 > buf_12 > buf_6 > or4b_4 > buf_8 > nor2_4 > buf_6 > buf_12 > a22oi_2 > nand4_1 > nor4_4 > a31oi_1. The routed design shows a wire length per standard cell of 43.0 um. In the synthesized netlist, the dominant kind of combinational cell is AND-OR/OR-AND gates. For this design, Yosys synthesis ends with a cell count of 2298. Looking at the clock tree report, the H-tree level count equals 3. The yosys-reported design area after synthesis came out at 39400 sq um. With the mean number of vias per cell at 6.18, the clock latency of the later-clocked register in the worst-skew pair is 720 ps. Static timing analysis puts the maximum clock frequency at 0.431 GHz.

Critical path endpoint category: a flip-flop. Horizontal die size: 316 um. The tools report the setup slack after layout as -522 ps.

OpenSTA lists the critical path startpoint as mem_test_addr[3]. Proportion of register bits with asynchronous set or reset after synthesis: 0.169. Clock skew on the completed layout was measured at 42.4 ps. The post-synthesis cell count came out at 2298.

Between the synthesized netlist and the finished layout, the area growth was recorded as 42.6%. The slowest stage cell on the critical path was a22oi_2. STA classifies the critical path startpoint as a primary input. The simple-gate portion of the synthesized area is 0.0595, and the post-layout instance area is 56200 sq um.

Looking at the clock tree report, the maximum root-to-sink buffer count equals 3. Per the timing report, the biggest fanout along the worst path comes to 4. The final reports fail on setup timing. Summed over all nets, the half-perimeter wirelength after detailed placement is 136000 um. TritonCTS built the clock tree. The run gives 2760 ps for the arrival time reported for the critical path endpoint.

For the pin with the worst max-slew slack, the measured transition is 681 ps. The pin count of the biggest net entering global routing came out at 70. Per the synth stats, the flop cell with the highest instance count is edfxtp_1. The CTS log lists the clock sinks for this run as 1040. The power per standard cell area is 957 nW/um^2. The core utilization of the finished layout came out at 0.578.

The logs give 29.3k for the number of global-route vias before repair and 0 for the max-slew violation count. The buffer type at the clock tree root was clkbuf_16. The average instance area after synthesis is 17.1 sq um, and the instance area at placement is 49000 sq um. The path class of the tightest hold or removal check is in -> reg.

The global-route usage over all layers was 0.437; the worst relative slew slack was 0.546. Type of the setup path with the least slack: in -> reg. With the shortest period the worst path allows at 2320 ps, the AND-OR/OR-AND share of the synthesized area is 0.101. The run gives 0 as the overflow left after global routing. With the final weighted congestion of routability-driven global placement at 1.05, the final setup TNS is -5820 ps. For this run, the detailed router's first-pass iteration total came to 7. Setup repair after global routing could not meet its margin everywhere. The routed layout has 28.3k vias. The share of post-route cells with drive strength above 1 came out at 0.478.

With the share of the cycle needed by the critical path after routing at 1.29, the area of the core is 97100 sq um. The flow ran to the end, but the final reports show violations. With the max-cap violation count at 0, the xor/xnor share of the synthesized area is 0.

The number of flops mapped to enable cells by yosys was 864; the summed instance area of the synthesized netlist was 39400 sq um. During placement, the flow inserted port buffers numbering 120. For the maximum resistive drop on vdd, the log shows 0.00104 V.

The chip footprint came out at 99800 sq um. The cell repeated most along the worst path was buf_12. The area fraction in mux cells was 0.0514; the DRC marker count from the first detailed-route iteration was 2286. The tools report the number of antenna violations at the first check in global routing as 6. The run gives 0.772 as the post-synthesis sequential area ratio.

With the required time of the critical path at 2240 ps, the tally of filler cells in the layout is 7154. With the first-pass GRT wire length at 259000 um, the clock-pin slew of the registers on the worst-case setup and hold paths is 60 ps. Once synthesis finished, the tally of register bits stood at 1040.

For the overall routed net length, the log shows 197000 um. Fraction of the core area occupied by cells at floorplan: 0.406. The run gives 2 for the total number of yosys warnings.
[worst paths after layout]
path                                             to  slack, ps  depth (start not counted)
worst min register to register   mem_test_ram[1][6]        500                          1
min in group asynchronous        mem_test_ram[7][3]        560                          3
max in group asynchronous        mem_test_ram[1][7]        250                          4
worst max-delay path                       rdata[8]       -520                         12
worst max register to register            rdata[15]       -440                          6
worst min-delay path            mem_test_ram[40][2]         60                          1
[power by group]
group          switching, mW  internal, mW
clock                   9.86          13.5
combinational           1.81          1.38
sequential             0.365          26.8
[synthesized netlist by cell type, types with 4 or more instances]
cell type,number,area (sq um)
a2111oi_0,14,123
a21oi_1,17,85.1
a221oi_1,24,210
a22o_1,36,315
a22oi_1,386,2900
a31oi_1,6,37.5
and3_1,53,332
and4_1,8,70.1
buf_2,33,165
buf_4,7,52.6
buf_6,6,67.6
clkbuf_1,96,360
dfrtp_1,135,3380
dfstp_2,41,1080
edfxtp_1,864,25900
mux2_2,177,1990
nand2_1,33,124
nand3_1,37,185
nand4_1,83,519
nand4bb_1,5,56.3
nor2_1,134,503
nor2b_1,5,31.3
nor3_1,4,20.0
nor4_1,14,87.6
nor4bb_1,5,50.1
o32a_1,7,70.1
or4_1,8,60.1
[cell type report]
type                       instances  area (sq um)  share of cell area
sequential                      1040         30400               0.541
multi-input combinational       1113         10300               0.184
timing repair buffer             941         10100               0.180
clock buffer                     141          3040              0.0541
tap                             1276          1600              0.0284
clock inverter                    66           706              0.0126
antenna                            7          17.5            0.000312
inverter                           1          3.75           0.0000668
[state kept, by name (all words and copies together) (netlist names)]
name,flops
rdata,16
mem_test_ram,1024
[timing repair]
item | in CTS | in global routing
resized | 527 | 104
hold endpoints to repair | 83 | 0
hold buffers | 1 | 0
pin swaps | 116 | 68
endpoints found under the setup margin | 812 | 77
buffers inserted | 165 | 35
gates cloned | 9 | 1
[per-stage QoR]
step	std cells	total power [mW]
CTS	4552	53.7
global route	4579	54.9
finish	4585	53.8
detailed placement	4192	30.3
global placement	4192	30.3
floorplan	2298	28.6
[critical path, delay by kind of cell]
| kind | cells | cell delay [ps] |
|---|---|---|
| AOI/OAI and AO/OA | 2 | 600 |
| buffers and inverters | 6 | 760 |
| and+or+nand+nor | 4 | 1040 |
[cell usage in the layout (no fill, tap or decap), types with 16 or more instances in the layout]
cell type and instances:
nand2_1 29, dfstp_2 41, nand4_1 83, edfxtp_1 864
nor2_2 18, clkinv_2 26, buf_2 31, a22oi_1 293
a22o_1 34, nand3_1 21, nor2_4 84, buf_6 85
clkdlybuf4s15_1 21, buf_12 190, a221oi_1 17, dfrtp_1 135
buf_4 529, clkbuf_1 16, nor2_1 33, mux2_2 177
a22oi_2 93, dlygate4sd2_1 51, and3_1 42, clkbuf_16 114
[per-layer routing]
metal,vias up,global-route usage,wire [um]
li1,11300,-,-
met1,14000,0.505,60500
met2,2463,0.564,81700
met3,540,0.395,41700
met4,28,0.191,12000
met5,-,0.0634,1150
[kinds of logic after synthesis]
family,after synthesis
DFF,1040
AOI/OAI and AO/OA,514
muxes,180
buffers and inverters,145
and+or+nand+nor,419
Power is estimated from default activity; no workload was simulated.
